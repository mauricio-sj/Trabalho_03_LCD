## ./run.sh

```bash
#!/bin/bash
# OpenROAD 26Q1-2900-gdf79404cd8, Yosys 0.63+post, stock flow scripts
make -C /OpenROAD-flow-scripts/flow DESIGN_CONFIG=/design/flow/config.mk WORK_HOME=/design/flow/orfs finish
```

## ./config.mk

```make
export PLATFORM = sky130hd
export DESIGN_NAME = edgeDetector
export DESIGN_NICKNAME = edgeDetector
export VERILOG_FILES = /design/flow/design.v
export SDC_FILE = /design/flow/constraint.sdc
export NUM_CORES = 4
export LEC_CHECK = 1
export CORE_AREA = 10 10 70 70
export DIE_AREA = 0 0 80 80
```

## ./constraint.sdc

```tcl
current_design edgeDetector

set clk_period 1.2
set clk_io_pct 0.2

create_clock -name clk0 -period $clk_period [get_ports {clk}]

set non_clock_inputs [all_inputs -no_clocks]
set_input_delay [expr $clk_period * $clk_io_pct] -clock clk0 $non_clock_inputs
set_output_delay [expr $clk_period * $clk_io_pct] -clock clk0 [all_outputs]
```

## ./design.v

```verilog
module edgeDetector(in, reset, clk, active);
parameter number = 5'b00000;
input in, reset, clk;
output reg active;
reg [1:0] state;
reg [1:0] next_state;
always @ (posedge clk)
begin
	if (reset)
	begin
		if (in)
		begin
			state <= 0;
		end
		else
		begin
			state <= 1;
		end
	end
	else
		state <= next_state;
end
always @ (state, in)
begin
	active = 0;
	next_state = state;
	case (state)
		0:
		begin
			if (in)
				next_state = 2;
		end
		1:
		begin
			if (!in)
				next_state = 2;
		end
		2:
		begin
			active = 1;
			next_state = state;
		end
		default:
		begin
			active = 0;
			next_state = 0;
		end
		endcase
end
endmodule
```

==> results.cfg <==
; physical design summary
[run_status]
outcome = complete, no violations

[global_route]
grt_pass1_wl_um = 476
track_usage = 0.0106
antenna_found_initial = 0
first_global_vias = 115
grt_max_degree = 5
overflow = 0

[final_timing]
drv_slew = 0
worstMarginPinSlew_ns = 0.125
hold_violations = 0
fin_crit_ns = 1.00
timing.setup.tns_ns = 0
relSlewSlack = 0.914
setup_viol = 0
period_used_share = 0.834
rsz0062_at_grt = false
timing.fmax_ghz = 1.00
fin_skew_ns = 0.000484

[clock_tree]
clk_pin_slew_ns = 0.04
cts_resized = 2
cts_sinks = 3
cts_root_buffer = clkbuf_4
cts_tree = built
cts_buffers = 3
hold_buffers = 0
cts_max_path_buffers = 2
postCtsSetupBuffers = 0
clkLatencyLatePin_ns = 0.23
h-tree-depth = 1

[finish]
num-fill-cells = 406
layout-drive-gt1-share = 0.263
final_cells = 66
area_growth_pct = 115
largest_reg_flops = 3
largest_register = state
reg_top3 = state x3

[placement]
gp_congestion = 0.655
io_buffers = 3
dp_cells = 61
dp_hpwl_um = 206

[drt]
drc = 0
vias = 98
drt_iter0_drc = 0
routedWlPerCell_um = 4.12
drtAntennaViolNets = 0
drt-pass1-iter-count = 1
drt-total-wl_um = 272
via_per_inst = 1.48

[flow_run]
maxCapViolCount = 0
log.warning_count = 25

[power_and_ir_drop]
power_density_nw_per_um2 = 1360
vdd_ir_drop_max_mv = 0.191
total_power_uw = 316
p_leak_nw = 0.0826

[logic_synthesis]
synth_area_um2 = 108
avgSynthCellArea_um2 = 9.78
top_area_cell = dfxtp_1
netlist.top_cell.by_instances = dfxtp_1
async_reset_ff_frac = 0
synth-edff-count = 0
flop_cell = dfxtp_1
synth.distinct_cells = 7
synth_chip_area_um2 = 108
ys_cells = 11
area_leaders = dfxtp_1, mux2i_1, nand2_1
ys_seq_frac = 0.558
ys_ff = 3
synthCells = 11
top_cells_by_count = dfxtp_1, mux2i_1, nand2_1
synth-warning-count = 1
top_cell_area_share = 0.558

[worst_hold_path]
hold_path_class = register to register
holdPathStages = 2
hold_start = state[1]
holdPathEnd = state[1]

[die]
row_count = 21
io_pins = 4
die_area_um2 = 6400
core_area_um2 = 3420
die_h_um = 80
fp_util = 0.0315
die_width_um = 80

[worst_setup_path]
worst_setup_path_start_kind = register
crit_required_ns = 0.96
path_cells = dlygate4sd2_1
criticalPathCategory = register to primary output
max_stage_delay_ns = 0.30
cp-end-kind = primary output
path_buffers = 1
worst_ep_arrival_time_ns = 0.76
cp_top_family = flip-flops
worstRegToRegCells = 2
cp_max_fo = 2
rrSetupSlack_ns = 0.57
slowest_stage = dfxtp_2
r2r_start = state[0]
r2r-end = state[1]
worst max path at each step:
stage	start	end	cells past startpoint
global route	state[1]	active	1
finish	state[1]	active	1
CTS	state[1]	active	1
report_power, final:
group	switching [mW]	total (mW)	internal (mW)
clock	0.0510	0.176	0.125
sequential	0.00356	0.113	0.110
combinational	0.00946	0.0270	0.0175
total	0.0640	0.316	0.252
layer usage:
layer	vias to the layer above	share of wire	track usage
met2	6	0.32	0.0112
met4	0	0.026	0.00704
met5	-	0	0
met3	2	0.30	0.0205
li1	53	-	-
met1	37	0.35	0.00663
area by class of cell:
type	instances	area (µm²)	area share
diodes	1	2.50	0.0108
clock buffers	4	26.3	0.114
inverters	1	3.75	0.0162
multi-input cells	7	43.8	0.189
flip-flops and latches	3	61.3	0.265
well taps	46	57.6	0.249
repair buffers	4	36.3	0.157
cell families (layout without fill, tap and decap cells):
kind of cell / count (synthesis) / after routing / synth area share
buffers and inverters: 1 / 9 / 0.0349
DFF: 3 / 3 / 0.558
other: 0 / 1 / 0
muxes: 2 / 2 / 0.186
AOI/OAI and AO/OA: 2 / 2 / 0.0929
and+or+nand+nor: 3 / 3 / 0.128
cells in the final DEF (no fill, tap or decap):
master           count
clkbuf_4             3
diode_2              1
buf_4                1
dfxtp_1              2
inv_1                1
o21ai_0              1
mux2i_1              2
a21oi_1              1
clkdlybuf4s50_1      2
nand2_1              2
dfxtp_2              1
dlygate4sd2_1        1
nand2b_1             1
clkbuf_1             1
metrics by stage:
step,area [µm²],setup WS [ns],util,hold WS (ns)
after floorplan,108,0.615,-,0.309
after global placement,203,0.0928,0.0593,0.436
after detailed placement,203,0.0663,0.0593,0.443
after CTS,229,0.183,0.0670,0.444
after global routing,229,0.150,0.0670,0.481
final,231,0.200,0.0678,0.441
