$ cat flow/config.mk
export PLATFORM = sky130hd
export DESIGN_NAME = ativ2
export DESIGN_NICKNAME = ativ2
export VERILOG_FILES = /design/flow/design.v
export SDC_FILE = /design/flow/constraint.sdc
export NUM_CORES = 4
export LEC_CHECK = 1
export CORE_AREA = 10 10 70 70
export DIE_AREA = 0 0 80 80
$ cat flow/constraint.sdc
current_design ativ2

set clk_period 3.6
set clk_io_pct 0.2

create_clock -name clk0 -period $clk_period

set non_clock_inputs [all_inputs -no_clocks]
set_input_delay [expr $clk_period * $clk_io_pct] -clock clk0 $non_clock_inputs
set_output_delay [expr $clk_period * $clk_io_pct] -clock clk0 [all_outputs]
$ cat flow/design.v
module ativ2(in, out);
	input [17:0] in;
	output reg [4:0] out;
	reg [5:0] i;
	always @ (in)
	begin
		out = 0;
		if (in == 1) out = 1;
		if (in == 2) out = 2;
		if (in == 4) out = 3;
		if (in == 8) out = 4;
		if (in == 16) out = 5;
		if (in == 32) out = 6;
		if (in == 64) out = 7;
		if (in == 128) out = 8;
		if (in == 256) out = 9;
		if (in == 1024) out = 10;
		if (in == 2048) out = 11;
		if (in == 4096) out = 12;
		if (in == 8192) out = 13;
		if (in == 16384) out = 14;
		if (in == 32768) out = 15;
		if (in == 65536) out = 16;
		if (in == 131072) out = 17;
		if (in == 262144) out = 18;
	end
endmodule
$ cat flow/run.sh
#!/bin/bash
# OpenROAD 26Q1-2900-gdf79404cd8, Yosys 0.63+post, stock flow scripts
make -C /OpenROAD-flow-scripts/flow DESIGN_CONFIG=/design/flow/config.mk WORK_HOME=/design/flow/orfs finish
==> results.sh <==
# flow metrics
export IMPL_vias_per_cell=4.41
export IMPL_syn_area_per_cell_sq_um=7.71
export IMPL_initCoreUtil_pct=13.8
export IMPL_dr_pass1_iters=4
export IMPL_place_inst=129
export IMPL_track_usage_pct=4.50
export IMPL_num_io_pins=23
export IMPL_antenna_found_initial=0
export IMPL_syn_cell_area_sq_um=470
export IMPL_regArea_sq_um=0
export IMPL_tool_warnings=32
export IMPL_lay_top_count="clkdlybuf4s50_1"
export IMPL_ys_chip_area_sq_um=470
export IMPL_power_internal_w=0.0000322
export IMPL_cellLeakagePower_nw=0.207
export IMPL_instances_no_fill=130
export IMPL_nClkBuffers=0
export IMPL_first_iter_violations=22
export IMPL_worstPathMaxFanout=6
export IMPL_p_comb_share_pct=100.0
export IMPL_chip_area_sq_um=6400
export IMPL_clockPowerShare_pct=0
export IMPL_row_count=21
export IMPL_end_kind="primary output"
export IMPL_mux_area_share_pct=0
export IMPL_cp_slowest_stage_delay_ns=0.54
export IMPL_final_antenna_net_count=0
export IMPL_setup_viol=0
export IMPL_ir_drop_v=0.0000338
export IMPL_drive_gt1_share_pct=10.7
export IMPL_fa_ha_area_share_pct=0
export IMPL_crit_chain="clkdlybuf4s50_1 -> nor4_4 -> and2_4 -> nand4_1 -> o211ai_1 -> clkdlybuf4s50_1"
export IMPL_worst_slew_pin_slew_ns=0.402
export IMPL_yosys_warnings=1
export IMPL_power_w=0.0000616
export IMPL_cap_viol_max_count=0
export IMPL_grt_pass1_wl_um=2450
export IMPL_logic_area_sq_um=449
export IMPL_seq_power_share_pct=0
export IMPL_cp_common_cell="clkdlybuf4s50_1"
export IMPL_grt_pass1_vias=522
export IMPL_slew_headroom_pct=73.0
export IMPL_die_x_um=80
export IMPL_min_period_ns=3.42
export IMPL_num_antenna_cells=0
export IMPL_die_height_um=80
export IMPL_yosysSeqAreaShare_pct=0
export IMPL_fin_crit_sh_pct=95.0
export IMPL_drv_slew=0
export IMPL_simple_gate_share_pct=64.1
export IMPL_grt_ovfl_total=0
export IMPL_finalSetupTns_ns=0
export IMPL_crit_path_start_kind="primary input"
export IMPL_status="complete, no violations"
export IMPL_cp_slowest_cell="clkdlybuf4s50_1"
export IMPL_yosysCellCount=61
export IMPL_rsz0062_at_grt="no"
export IMPL_hold_class="in -> out"
export IMPL_fmax_ghz=0.292
export IMPL_cp_required_ns=2.88
export IMPL_grt_max_degree=11
export IMPL_power_density_nw_per_um2=81.2
export IMPL_worst_ep_arrival_time_ns=2.70
export IMPL_core_area_sq_um=3420
export IMPL_drc=0
export IMPL_synth_cell_types=23
export IMPL_synth_logic_top_family="simple AND/OR/NAND/NOR gates"
export IMPL_gp_congestion=0.857
export IMPL_hold_viol_final=0
export IMPL_port_buffers=23
export IMPL_lay_top_cells="clkdlybuf4s50_1, xnor2_1, nand4_1, nor3b_1, nor3_1"
export IMPL_switching_share_pct=47.7
export IMPL_wl_per_cell_um=12.2
export IMPL_p_sw_w=0.0000294
export IMPL_fillers=391
export IMPL_area_growth_pct=61.4
export IMPL_num_vias=573
export IMPL_worstSetupPathType="in -> out"
export IMPL_synthXorXnorAreaFrac_pct=14.9
export IMPL_dpl_hpwl_um=1330
export IMPL_flops=0
export IMPL_wirelength_um=1590
export IMPL_synth_cells=61
export IMPL_final_core_util_pct=22.2
export IMPL_ys_sh_aoi_pct=16.5
## per-stage QoR
stage	instance area (sq um)	hold slack [ns]	setup WS, ns
2_1_floorplan	470	1.54	1.28
3_3_place_gp	752	2.60	0.183
3_5_place_dp	752	2.63	0.164
4_1_cts	752	2.63	0.163
5_1_grt	759	2.71	0.00766
6_report	759	2.62	0.180
## synth_stat cells
cell      instances  area [sq um]
xnor2_1           6          52.6
o31a_1            2          17.5
and2_4            1          8.76
a32oi_1           1          8.76
buf_2             2          10.0
nor4b_1           4          35.0
o211ai_1          2          15.0
nand4_2           1          12.5
nor2_1            4          15.0
nand2_1           2          7.51
nor3_1            5          25.0
xor2_1            2          17.5
o2111a_1          1          11.3
buf_6             1          11.3
o21ai_0           1          5.00
or3_1             3          18.8
nor4_4            3          63.8
a21oi_1           4          20.0
nor4_1            3          18.8
nand4_1           6          37.5
or3b_1            1          8.76
nor4_2            1          12.5
nor3b_1           5          37.5
## logic make-up (layout without fill, tap and decap cells)
kind of cell,Yosys count,after routing
AOI/OAI and AO/OA,11,11
xor gates and xnor gates,8,8
and+or+nand+nor,39,39
buffers and inverters,3,26
## worst max-delay path: cells and delay by family
family          cells  cell delay [ns]
buf+inv             2             1.04
compound gates      1             0.16
simple gates        3             0.79
## final cells by class
cell class | count | share of cell area, %
multi-input cells | 58 | 59.1
well taps | 46 | 7.58
repair buffers | 26 | 33.3
## metal layers
metal	global-route usage, %	wire length [um]
met1	6.13	737
met2	7.06	720
met3	1.25	113
met4	0.528	14
met5	0	0
## repair_timing
| item | CTS | global route |
|---|---|---|
| hold buffers | 0 | 0 |
| buffers inserted | 0 | 1 |
| resized | 0 | 0 |
| endpoints found under the setup margin | 0 | 1 |
## path summary, 6_finish.rpt
check / startpoint / endpoint / slack [ns] / depth (start not counted)
worst max-delay path: in[4] / out[1] / 0.18 / 6
worst min-delay path: in[16] / out[4] / 2.62 / 4
## power groups by stage
stage,Combinational (W),Sequential (W),Clock (W)
5_1_grt,0.0000668,0,0
4_1_cts,0.0000613,0,0
6_report,0.0000616,0,0
No activity file was given, so power comes from the tool's default toggle rates.
