==> flow/design.v <==
module lcd(
  clock,
  internal_reset,
  d_in,
  data_ready,
  rs,
  e,
  d,
  busy_flag
);
parameter CLK_FREQ = 100000000;
parameter integer D_50ns  = 0.000000050 * CLK_FREQ;
parameter integer D_250ns = 0.000000250 * CLK_FREQ;
parameter integer D_40us  = 0.000040000 * CLK_FREQ;
parameter integer D_60us  = 0.000060000 * CLK_FREQ;
parameter integer D_200us = 0.000200000 * CLK_FREQ;
parameter integer D_2ms   = 0.002000000 * CLK_FREQ;
parameter integer D_5ms   = 0.005000000 * CLK_FREQ;
parameter integer D_100ms = 0.100000000 * CLK_FREQ;
parameter STATE00 = 5'b00000;
parameter STATE01 = 5'b00001;
parameter STATE02 = 5'b00010;
parameter STATE03 = 5'b00011;
parameter STATE04 = 5'b00100;
parameter STATE05 = 5'b00101;
parameter STATE06 = 5'b00110;
parameter STATE07 = 5'b00111;
parameter STATE08 = 5'b01000;
parameter STATE09 = 5'b01001;
parameter STATE10 = 5'b01010;
parameter STATE11 = 5'b01011;
parameter STATE12 = 5'b01100;
parameter STATE13 = 5'b01101;
parameter STATE14 = 5'b01110;
parameter STATE15 = 5'b01111;
parameter STATE16 = 5'b10000;
parameter STATE17 = 5'b10001;
parameter STATE18 = 5'b10010;
parameter STATE19 = 5'b10011;
parameter STATE20 = 5'b10100;
parameter STATE21 = 5'b10101;
parameter STATE22 = 5'b10110;
parameter STATE23 = 5'b10111;
parameter STATE24 = 5'b11000;
parameter STATE25 = 5'b11001;
input clock;
input internal_reset;
input [8:0] d_in;
input data_ready;
output rs;
output e;
output [7:0] d;
output busy_flag;
reg rs = 1'b0;
reg e = 1'b0;
reg [7:0] d = 8'b00000000;
reg busy_flag = 1'b0;
reg [4:0] state = 5'b00000;
reg start = 1'b0;
reg [23:0] count = 24'h000000;
reg counter_clear = 1'b0;
reg flag_50ns  = 1'b0;
reg flag_250ns = 1'b0;
reg flag_40us  = 1'b0;
reg flag_60us  = 1'b0;
reg flag_200us = 1'b0;
reg flag_2ms   = 1'b0;
reg flag_5ms   = 1'b0;
reg flag_100ms = 1'b0;
always @(posedge clock) begin
  if (data_ready) begin
    start <= 1'b1;
  end
  else if (internal_reset) begin
    state <= 5'b00000;
    counter_clear <= 1'b1;
    start <= 1'b0;
    busy_flag <= 1'b0;
  end
  else if (counter_clear) begin
    count <= 24'h000000;
    counter_clear <= 1'b0;  
    flag_50ns  <= 1'b0;
    flag_250ns <= 1'b0;
    flag_40us  <= 1'b0;
    flag_60us  <= 1'b0;
    flag_200us <= 1'b0;
    flag_2ms   <= 1'b0;
    flag_5ms   <= 1'b0;
    flag_100ms <= 1'b0;
  end
  if (!counter_clear) begin
    count <= count + 1;
    if (count == D_50ns) begin
      flag_50ns  <= 1'b1;
    end
    if (count == D_250ns) begin
      flag_250ns <= 1'b1;
    end
    if (count == D_40us) begin
      flag_40us  <= 1'b1;
    end
    if (count == D_60us) begin
      flag_60us  <= 1'b1;
    end
    if (count == D_200us) begin
      flag_200us <= 1'b1;
    end
    if (count == D_2ms) begin
      flag_2ms   <= 1'b1;
    end
    if (count == D_5ms) begin
      flag_5ms   <= 1'b1;
    end
    if (count == D_100ms) begin
      flag_100ms <= 1'b1;
    end
  end
case (state)
  STATE00: begin                        
    busy_flag <= 1'b1;                   
    if (flag_100ms) begin                
      rs <= 1'b0;                        
      d  <= 8'b00110000;                 
      counter_clear <= 1'b1;             
      state <= STATE01;                  
    end
  end
  STATE01: begin                        
    if (flag_50ns) begin                 
      e <= 1'b1;                         
      counter_clear <= 1'b1;             
      state <= STATE02;                  
    end
  end
  STATE02: begin                         
    if (flag_250ns) begin                
      e <= 1'b0;                         
      counter_clear <= 1'b1;             
      state <= STATE03;                  
    end
  end
  STATE03: begin
    if (flag_5ms) begin                  
      e <= 1'b1;                         
      counter_clear <= 1'b1;             
      state <= STATE04;                  
    end
  end
  STATE04: begin
    if (flag_250ns) begin                
      e <= 1'b0;                         
      counter_clear <= 1'b1;             
      state <= STATE05;                  
    end
  end
  STATE05: begin
    if (flag_200us) begin 
      e <= 1'b1;                           
      counter_clear <= 1'b1;
      state <= STATE06;
      end
    end
  STATE06: begin
    if (flag_250ns) begin
      e <= 1'b0;      
      counter_clear <= 1'b1;
      state <= STATE07;                          
    end
  end
  STATE07: begin
    if (flag_200us) begin
      d  <= 8'b00111000;                 
      counter_clear <= 1'b1;
      state <= STATE08;
    end
  end
  STATE08: begin                        
    if (flag_50ns) begin 
      e <= 1'b1; 
      counter_clear <= 1'b1; 
      state <= STATE09;
    end
  end
  STATE09: begin                        
    if (flag_250ns) begin
      e <= 1'b0; 
      counter_clear <= 1'b1; 
      state <= STATE10;
    end
  end
  STATE10: begin
    if (flag_60us) begin
      d  <= 8'b00001000;                 
      counter_clear <= 1'b1;
      state <= STATE11;
    end
  end
  STATE11: begin                        
    if (flag_50ns) begin 
      e <= 1'b1;                       
      counter_clear <= 1'b1;
      state <= STATE12;
    end
  end
  STATE12: begin                        
    if (flag_250ns) begin
      e <= 1'b0;
      counter_clear <= 1'b1;
      state <= STATE13;
    end
  end
  STATE13: begin
    if (flag_60us) begin
      d  <= 8'b00000001;                 
      counter_clear <= 1'b1;
      state <= STATE14;
     end
  end
  STATE14: begin                        
    if (flag_50ns) begin
      e <= 1'b1;
      counter_clear <= 1'b1;
      state <= STATE15;   
    end
  end
  STATE15: begin                        
    if (flag_250ns) begin
      e <= 1'b0;
      counter_clear <= 1'b1;
      state <= STATE16;     
    end
  end
  STATE16: begin
    if (flag_5ms) begin                  
      d  <= 8'b00000110;                 
      counter_clear <= 1'b1;
      state <= STATE17;
     end
  end
  STATE17: begin                        
    if (flag_50ns) begin
      e <= 1'b1;   
      counter_clear <= 1'b1;
      state <= STATE18;
    end
  end
  STATE18: begin                        
    if (flag_250ns) begin 
      e <= 1'b0;  
      counter_clear <= 1'b1;
      state <= STATE19;    
    end
  end
  STATE19: begin
    if (flag_60us) begin
      d  <= 8'b00001100;                 
      counter_clear <= 1'b1;
      state <= STATE20;
    end
  end
  STATE20: begin                        
    if (flag_50ns) begin
      e <= 1'b1;
      counter_clear <= 1'b1;
      state <= STATE21;
    end
  end
  STATE21: begin                        
    if (flag_250ns) begin
      e <= 1'b0;
      counter_clear <= 1'b1;
      state <= STATE22;
    end
  end
  STATE22: begin
    if (flag_60us) begin
      busy_flag <= 1'b0;                 
      counter_clear <= 1'b1;
      state <= STATE23;  
    end
  end
  STATE23: begin
    if (start && !busy_flag) begin       
      start <= 1'b0;                     
      counter_clear <= 1'b1;
      rs <= d_in[8];                     
      d  <= d_in[7:0];                   
      busy_flag <= 1'b1;                 
      end  
    else if (flag_50ns && busy_flag) begin    
       counter_clear <= 1'b1;            
       state <= STATE24;                 
       end
  end
  STATE24: begin   
    if (counter_clear) begin             
      e <= 1'b1;                         
    end
    else if (flag_250ns) begin           
      counter_clear <= 1'b1;             
      state <= STATE25;                  
    end
  end
  STATE25: begin
    if (counter_clear) begin             
      e <= 1'b0;                         
    end
    else if (flag_40us == 1'b1 && rs == 1'b1) begin   
      busy_flag <= 1'b0;                 
      counter_clear <= 1'b1;             
      state <= STATE23;                  
    end
    else if (flag_2ms == 1'b1 && rs == 1'b0) begin  
      busy_flag <= 1'b0;                 
      counter_clear <= 1'b1;             
      state <= STATE23;                  
    end
  end
  default: ;
endcase
end
endmodule
module controller (
  clock,
  lcd_busy,
  internal_reset,
  rom_address,
  data_ready
);
input clock;
input lcd_busy;
input internal_reset;
output [3:0] rom_address;
output data_ready;
reg [3:0] rom_address = 4'b0000;
reg data_ready = 1'b0;
reg current_lcd_state = 1'b0;
reg halt = 1'b0;
reg old_reset = 1'b0;
always @ (posedge clock) begin
  if (internal_reset) begin 
     rom_address <= 4'b0000;
     data_ready <= 1'b0;            
     current_lcd_state <= 1'b0;
     halt <= 1'b0;
  end
  if (old_reset != internal_reset) begin
    old_reset <= internal_reset;
     if (internal_reset == 1'b0) begin
       halt <= 1'b0;
     end
  end
  if (rom_address == 4'b1111) begin    
    halt <= 1'b1;
    data_ready <= 1'b0;
  end
  if (halt == 1'b0) begin                        
    if (current_lcd_state != lcd_busy) begin   
      current_lcd_state <= lcd_busy;
      if (lcd_busy == 1'b0) begin
        data_ready <= 1'b1;
      end
      else if (lcd_busy == 1'b1 && data_ready == 1'b1) begin
        rom_address <= rom_address + 4'b0001;
        data_ready <= 1'b0;
      end
    end
  end
end
endmodule
module rom (
rom_in   ,  
rom_out     
);
input [5:0] rom_in;
output [8:0] rom_out;
reg [8:0] rom_out;
always @*
begin
  case (rom_in)  
   6'b000000: rom_out = {3'b001, rom_in};
   6'b000001: rom_out = 9'b101001000;   
   6'b000010: rom_out = {3'b001, rom_in};
   6'b000011: rom_out = 9'b101100101;
   6'b000100: rom_out = {3'b001, rom_in};
   6'b000101: rom_out = 9'b101101100;
   6'b000110: rom_out = {3'b001, rom_in};
   6'b000111: rom_out = 9'b101101100;
   6'b001000: rom_out = {3'b001, rom_in};
   6'b001001: rom_out = 9'b101101111;
   6'b001010: rom_out = {3'b001, rom_in};
   6'b001011: rom_out = 9'b100100000;
   6'b001110: rom_out = {3'b001, rom_in};
   6'b001111: rom_out = 9'b101010111;
	6'b001000: rom_out = {3'b001, rom_in};
   6'b001001: rom_out = 9'b101101111;
   6'b001010: rom_out = {3'b001, rom_in};
   6'b001011: rom_out = 9'b101110010;
   6'b001100: rom_out = {3'b001, rom_in};
   6'b001101: rom_out = 9'b101101100;
   6'b001110: rom_out = {3'b001, rom_in};
   6'b001111: rom_out = 9'b101100100;
	6'b001010: rom_out = {3'b001, rom_in};
   6'b001011: rom_out = 9'b100100000;
	6'b001010: rom_out = {3'b001, rom_in};
   6'b001011: rom_out = 9'b100100000;
	6'b001010: rom_out = {3'b001, rom_in};
   6'b001011: rom_out = 9'b100100000;
	6'b001010: rom_out = {3'b001, rom_in};
   6'b001011: rom_out = 9'b100100000;
	6'b001010: rom_out = {3'b001, rom_in};
   6'b001011: rom_out = 9'b100100000;
   default: rom_out = 9'hXXX;
  endcase
end
endmodule
module top(
  sysclk,
  push_button,
  rs,
  e,
  d
);
input sysclk;
input push_button;
output rs;
output e;
output [7:0] d;
reg internal_reset = 1'b0;
reg last_signal = 1'b0;
wire clean_signal;
wire data_ready;
wire lcd_busy;
wire [8:0] d_in;
wire [3:0] rom_in;
lcd lcd(
  .clock(sysclk),
  .internal_reset(push_button),
  .d_in(d_in),
  .data_ready(data_ready),
  .rs(rs),
  .e(e),
  .d(d),
  .busy_flag(lcd_busy)
  );
rom rom(
.rom_in(rom_in),
.rom_out(d_in)
);
controller controller (
  .clock(sysclk),
  .lcd_busy(lcd_busy),
  .internal_reset(push_button),
  .rom_address(rom_in),
  .data_ready(data_ready)
);
endmodule
==> flow/run.sh <==
#!/bin/bash
# OpenROAD 26Q1-2900-gdf79404cd8, Yosys 0.63+post, stock flow scripts
make -C /OpenROAD-flow-scripts/flow DESIGN_CONFIG=/design/flow/config.mk WORK_HOME=/design/flow/orfs finish
==> flow/config.mk <==
export PLATFORM = sky130hd
export DESIGN_NAME = top
export DESIGN_NICKNAME = top
export VERILOG_FILES = /design/flow/design.v
export SDC_FILE = /design/flow/constraint.sdc
export NUM_CORES = 4
export LEC_CHECK = 1
export CORE_UTILIZATION = 40
==> flow/constraint.sdc <==
current_design top

set clk_period 4.5
set clk_io_pct 0.2

create_clock -name clk0 -period $clk_period [get_ports {sysclk}]

set non_clock_inputs [all_inputs -no_clocks]
set_input_delay [expr $clk_period * $clk_io_pct] -clock clk0 $non_clock_inputs
set_output_delay [expr $clk_period * $clk_io_pct] -clock clk0 [all_outputs]
==> flow_metrics.tcl <==
# collected from the flow reports
set metrics [dict create \
    most_common_cell "nor2_1" \
    clk_latency_ns 0.34 \
    ys_seq_frac 0.3319 \
    maxSlewViolCount 0 \
    netlist_instances 550 \
    fillCellCount 1059 \
    fin_util 0.4320 \
    clkPwrFrac 0.382 \
    die_x_um 107.6 \
    tns_ns 0 \
    reg2reg_depth 6 \
    internal-power_w 0.0008215 \
    min_period_ns 2.721 \
    switching_share 0.2573 \
    cts_tree "yes" \
    rrSetupSlack_ns 1.78 \
    hold_class "flop to flop" \
    synth.area.top_cells "edfxtp_1 (23%), dfxtp_1 (10%), nor2_1 (5.6%), o21ai_0 (4.5%), a21oi_1 (3.5%)" \
    die-area_um2 11580 \
    cts_max_level 3 \
    drc_errors 0 \
    ctsHoldBuffers 0 \
    dr.pass1.iters 5 \
    antenna_found_initial 0 \
    std_cell_rows 38 \
    wirelength_um 12510 \
    initCoreUtil 0.4117 \
    drive_gt1_frac 0.07435 \
    clockBufferDepth 2 \
    grtUsageTotal 0.2358 \
    async_reset_ff_frac 0 \
    cp.required_ns 4.70 \
    ys_warn_count 13 \
    io_pins 12 \
    wl_per_cell_um 18.45 \
    syn_area_per_cell_um2 8.115 \
    r2r_end "lcd.counter_clear" \
    netSwitchingPower_w 0.0002846 \
    maxCapViolations 0 \
    path_clk_slew_ns 0.07 \
    cts_resized 0 \
    grt_overflow 0 \
    grt_setup_unrepaired "false" \
    clock.fmax_ghz 0.3675 \
    fin_skew_ns 0.01173 \
    routed_via_density 6.180 \
    worstSetupStartpoint "lcd.state[0]" \
    detailedRoute.firstIterationViolations 262 \
    n_antenna_cell 0 \
    top_cell_area_share 0.2288 \
    crit_type "flop to flop" \
    gp_congestion 0.9851 \
    pwr-share-comb 0.061 \
    area_growth_pct 4.934 \
    timing.final.hold_violations 0 \
    ys_chip_area_um2 4463 \
    clock_sink_count 57 \
    grt_max_degree 34 \
    warning_count 30 \
    fin_crit_sh 0.6047 \
    setup.worst_path.end_class "flop" \
    ant_nets 0 \
    cp_max_fo 33 \
    rr_startpoint "lcd.state[0]" \
    worstPathArrival_ns 2.92 \
    ys_cells 550 \
    cts_inserted_buffers 9 \
    ff_type "edfxtp_1" \
    cp-start-kind "flop" \
    p_per_area_nw_per_um2 236.2 \
    postCtsSetupBuffers 0 \
    p_leak_nw 1.545 \
    edf_count 34 \
    ys_types 79 \
    synth_area_leader_cell "edfxtp_1" \
    ys_top_cells_by_count "nor2_1 (67), o21ai_0 (40), nand2_1 (39), edfxtp_1 (34), a21oi_1 (31)" \
    seqPwrFrac 0.557 \
    status "complete, no violations" \
    tightest_slew_ns 0.7677 \
    max-vdd-ir-drop_mv 0.2164 \
    grt_pass1_wl_um 20600 \
    vias 4190 \
    core_area_um2 10840 \
    worstSetupEndpoint "lcd.counter_clear" \
    setup_viol 0 \
    grt_pass1_vias 3920 \
    synth_flops 57 \
    synthesis.area_um2 4463 \
    io_buffers 10 \
    dp_hpwl_um 8873 \
    ctsRootBufferMaster "clkbuf_8" \
    maxSlewHeadroom 0.4835 \
    fp.dieH_um 107.6 \
]
[routing by layer]
layer  routed length [um]  vias up  share of wire  track usage
li1                     -     2017              -            -
met1                 5333     1917           0.43       0.3459
met2                 5739      207           0.46       0.3617
met3                  873       49          0.070      0.03333
met4                  565        0          0.045      0.09002
met5                    0        -              0            0
[cells by family (layout without fill, tap and decap cells)]
| family | count (synthesis) | count (layout) | share of synthesized area |
|---|---|---|---|
| AND/OR/NAND/NOR | 248 | 248 | 0.2921 |
| AND-OR/OR-AND | 147 | 147 | 0.2184 |
| buffers and inverters | 59 | 47 | 0.07289 |
| flip-flops | 57 | 57 | 0.3319 |
| XOR/XNOR | 23 | 23 | 0.04514 |
| multiplexers | 8 | 8 | 0.01906 |
| adder cells (fa/ha/maj) | 7 | 7 | 0.01962 |
| other | 1 | 1 | 0.0008402 |
[layout make-up]
cell class | count | area (um^2) | share of cell area
timing repair buffer | 17 | 152.6 | 0.03259
clock buffer | 15 | 156.4 | 0.03340
inverter | 14 | 52.55 | 0.01122
sequential | 57 | 1481 | 0.3163
multi-input combinational | 434 | 2660 | 0.5680
clock inverter | 1 | 5.005 | 0.001069
tap | 140 | 175.2 | 0.03740
[sequential cells by signal, summed over array words and instances (netlist names), 4 cells and up]
signal	flops
controller.rom_address	4
lcd.count	24
lcd.d	7
lcd.state	5
[worst max-delay path: stages, from the launching register on]
cell      delay, ns
dfxtp_1        0.71
buf_4          0.44
or2_2          0.31
nor4_1         0.10
a31o_2         0.30
nor4b_1        0.54
o211ai_1       0.17
[through the flow]
stage / worst slack, ns / area [um^2] / cells / hold WS, ns / power [W]
2_1_floorplan: 1.213 / 4463 / 550 / 0.4244 / 0.0006819
3_3_place_gp: 1.605 / 4522 / 662 / 0.4471 / 0.0006917
3_5_place_dp: 1.600 / 4522 / 662 / 0.4451 / 0.0006936
4_1_cts: 1.880 / 4683 / 678 / 0.4599 / 0.001121
5_1_grt: 1.727 / 4683 / 678 / 0.4873 / 0.001155
6_report: 1.779 / 4683 / 678 / 0.4552 / 0.001106
[power by group through the flow]
stage | logic [W] | registers, W | clock network (W)
4_1_cts | 0.0000675 | 0.000616 | 0.000438
5_1_grt | 0.0000749 | 0.000621 | 0.000459
6_report | 0.0000670 | 0.000616 | 0.000423
[cells in the final DEF (no fill, tap or decap), drive strengths merged, types with 8 or more instances in the layout]
master / synthesis / routed
nand3: 20 / 20
nor4: 13 / 13
nand4: 13 / 13
a21oi: 31 / 31
nor2b: 11 / 11
nor2: 67 / 67
dfxtp: 23 / 23
and3: 9 / 9
nand2b: 13 / 13
nor3: 25 / 25
o21ai: 41 / 41
clkdlybuf4s50: 0 / 10
xor2: 8 / 8
o211ai: 8 / 8
nand2: 39 / 39
clkbuf: 21 / 15
inv: 14 / 14
xnor2: 15 / 15
or2: 8 / 8
edfxtp: 34 / 34
[worst min path at each step]
stage	to	depth (start not counted)	start
after global routing	lcd.flag_2ms	2	lcd.flag_2ms
after CTS	lcd.flag_2ms	2	lcd.flag_2ms
final	lcd.flag_2ms	2	lcd.flag_2ms
No activity file was given, so power comes from the tool's default toggle rates.
